==> /design/flow/design.v <==
`timescale 1ns / 1ps
module decoder
    #(parameter N=3)
    ( input logic [N-1:0] a,
      output logic [2**N-1:0] y);
        always_comb
            begin
                y=0;
                y[a]=1;
            end           
endmodule
`timescale 1ns / 1ps
module fsm( input logic clk, reset, sa, sb,
            output logic [1:0] la, lb);
    logic [2:0] s = 0, snext = 0;
        always_comb
            case(s)
                3'b000 : if (sa) snext<=3'b000;
                         else snext <= 3'b001;
                3'b001 : snext<=3'b010;
                3'b010 : snext<=3'b011;
                3'b011 : snext<=3'b100;
                3'b100 : if (sb)snext<=3'b100;
                         else snext <=3'b101;
                3'b101 : snext <= 3'b110;
                3'b110 : snext <= 3'b111;
                3'b111 : snext <= 3'b000;
            endcase
    logic clk_en;
    logic [28:0]count;
        always @(posedge clk) 
        begin
            count <= count+ 1;
            if (count == 300_000000)  
                count <= 28'd0;  
            if (count == 28'd0)
                clk_en <= 1'b1;
            else
                clk_en <= 1'b0;
        end
    always_ff @(posedge clk_en, posedge reset)  
           if (reset)
             s <= 3'b0;  
           else       
             s <= snext;
    logic [7:0] minterm ;
    decoder dec(s, minterm);
    or(la[1], minterm[6], minterm[5], minterm[4], minterm[3], minterm[2]);
    or(la[0], minterm[1], minterm[7]);
    or(lb[1], minterm[0], minterm[1], minterm[2], minterm[6] , minterm[7]);
    or(lb[0], minterm[3], minterm[5]);
endmodule
`timescale 1ns / 1ps
module top( input logic clk, reset, sa, sb, 
            output logic [2:0] lighta, lightb  );
    parameter GREEN = 2'b00;
    parameter YELLOW = 2'b01;
    parameter RED = 2'b10;
    logic [1:0] la, lb;    
    fsm  clockfsm( clk, reset, sa, sb, la, lb);
    always_comb
        begin
            case(la)
                GREEN : lighta = 3'b010;
                YELLOW : lighta = 3'b011;
                RED : lighta = 3'b111; 
                default : lighta = 3'b0;
            endcase;
            case(lb)
                GREEN : lightb = 3'b010;
                YELLOW : lightb = 3'b011;
                RED : lightb = 3'b111;
                default : lightb = 3'b0;
            endcase;                    
        end  
endmodule
==> /design/flow/run.sh <==
#!/bin/bash
# OpenROAD 26Q1-2900-gdf79404cd8, Yosys 0.63+post, stock flow scripts
make -C /OpenROAD-flow-scripts/flow DESIGN_CONFIG=/design/flow/config.mk WORK_HOME=/design/flow/orfs finish
==> /design/flow/config.mk <==
export PLATFORM = sky130hd
export DESIGN_NAME = top
export DESIGN_NICKNAME = top
export VERILOG_FILES = /design/flow/design.v
export SDC_FILE = /design/flow/constraint.sdc
export NUM_CORES = 4
export LEC_CHECK = 1
export CORE_AREA = 10 10 109 109
export DIE_AREA = 0 0 119 119
==> /design/flow/constraint.sdc <==
current_design top

set clk_period 3.4
set clk_io_pct 0.2

create_clock -name clk0 -period $clk_period [get_ports {clk}]

set non_clock_inputs [all_inputs -no_clocks]
set_input_delay [expr $clk_period * $clk_io_pct] -clock clk0 $non_clock_inputs
set_output_delay [expr $clk_period * $clk_io_pct] -clock clk0 [all_outputs]
==> results.json <==
{
  "place_inst": 331,
  "rows": 36,
  "hold_path_depth": 1,
  "untimed_endpoints": 9,
  "clk_pin_slew_ns": 0.06,
  "layout.area.comb_sq_um": 964.7,
  "drcViolationCount": 0,
  "wl_per_cell_um": 9.885,
  "ir_worst_vdd_mv": 0.1691,
  "finalClockSkew_ns": 0.001251,
  "rsz0062_at_grt": "false",
  "drt_iter0_drc": 93,
  "ys.flop_type": "dfxtp_1",
  "ctsHoldBuffers": 0,
  "grt_pass1_vias": 1324,
  "edf_count": 0,
  "synth_area_per_cell_sq_um": 9.009,
  "drt-pass1-iter-count": 4,
  "portBuffers": 9,
  "dieArea_sq_mm": 0.01416,
  "unclocked_pins": 3,
  "io_pins": 10,
  "synth_top_cell_by_area": "dfxtp_1",
  "worst-endpoint-arrival_ns": 2.20,
  "syn_to_final_growth_pct": 19.01,
  "setup_tns_ns": 0,
  "max_slew_margin_pct": 58.07,
  "yosysCellCount": 190,
  "total_power_w": 0.0006152,
  "fp_util_pct": 17.76,
  "core_region_area_sq_mm": 0.009639,
  "die_x_um": 119,
  "async_flop_share_pct": 9.091,
  "drive_gt1_share_pct": 9.268,
  "post_cts_buffers": 0,
  "crit_type": "flip-flop to flip-flop",
  "end_kind": "flip-flop",
  "ys_types": 36,
  "grtUsageTotal_pct": 4.774,
  "worstSkewPairLatency_ns": 0.27,
  "synth.top_cell.area_share_pct": 35.09,
  "ys_warn_count": 3,
  "synth.area.top_cells": "dfxtp_1 (35%), ha_1 (8.8%), xnor2_1 (6.1%)",
  "ys.flops": 33,
  "combPwrFrac_pct": 0.8,
  "gp_congestion": 0.8843,
  "ant_nets": 0,
  "r2r_cells": 4,
  "ys_area_sq_mm": 0.001712,
  "routed_wl_mm": 3.341,
  "regArea_sq_um": 675.6,
  "p_seq_share_pct": 57.2,
  "p_clk_share_pct": 42.1,
  "setup_violations": 0,
  "grt_pass1_wl_mm": 5.947,
  "stdcell_count": 338,
  "p_per_area_mw_per_mm2": 302.0,
  "grt_start_max_net_pins": 11,
  "vias": 1382,
  "grt_overflow": 0,
  "min_period_over_period_pct": 59.75,
  "cts_root_buf": "clkbuf_8",
  "p_leak_nw": 0.7584,
  "syn_area_sq_mm": 0.001712,
  "viasPerCell": 4.089,
  "cp_max_fo": 8,
  "holdCritPathClass": "flip-flop to flip-flop",
  "tool_warnings": 32,
  "fmax_mhz": 492.2,
  "common_cells": "dfxtp_1 (30), inv_1 (15), nand2_1 (14), nand3_1 (14), nor2_1 (13)",
  "syn_inst": 190,
  "yosysMostFrequentCell": "dfxtp_1",
  "p_int_w": 0.0004953,
  "ys_seq_share_pct": 39.47,
  "antennaDiodeCount": 0,
  "final_util_pct": 21.13,
  "clockBufferDepth": 2,
  "net-switching-power_w": 0.0001199,
  "required_ns": 3.56,
  "die_h_um": 119,
  "min_period_ns": 2.032,
  "critPathLaunchType": "flip-flop",
  "post_cts_resized": 0,
  "fin_ws_ns": 1.368,
  "cts_tree": "built",
  "cts_buffers": 5,
  "dp_hpwl_mm": 2.517,
  "outcome": "finished, final reports clean",
  "netSwitchingFraction_pct": 19.49,
  "worst_pin_slew_ns": 0.6232,
  "pre_cts_slack_ns": 1.389,
  "fillers": 1079,
  "cap_violations": 0,
  "hold_viol_final": 0,
  "antenna_found_initial": 0,
  "maxSlewViolCount": 0,
  "htreeDepth": 2
}
registers in the layout, indices dropped and copies added, names as in the netlist:
| signal | count |
|---|---|
| clockfsm.clk_en | 1 |
| clockfsm.count | 29 |
| clockfsm.s | 3 |
layout make-up:
class	count	area share [%]
tap	133	8.170
multi-input combinational	140	47.36
timing repair buffer	10	4.791
inverter	15	2.764
sequential	33	33.17
clock buffer	7	3.747
power groups by stage:
stage | Clock, W | Combinational (W) | Sequential (W)
final | 0.000259 | 0.00000462 | 0.000352
after global routing | 0.000284 | 0.00000516 | 0.000351
after CTS | 0.000267 | 0.00000476 | 0.000352
per-stage QoR:
| step | hold WS (ns) | instance area [sq um] |
|---|---|---|
| floorplan | 0.4486 | 1712 |
| global placement | 0.4741 | 1961 |
| detailed placement | 0.4885 | 1961 |
| CTS | 0.4998 | 2037 |
| global route | 0.5215 | 2037 |
| finish | 0.4952 | 2037 |
routing by layer:
| metal | GRT usage (%) | part of all wire [%] |
|---|---|---|
| met2 | 7.815 | 46 |
| met1 | 6.410 | 49 |
| met3 | 1.247 | 4.6 |
| met4 | 0.5344 | 0.48 |
| met5 | 0 | 0 |
kinds of logic after synthesis:
group                    count (synthesis)  share of synthesized area (%)
AND/OR/NAND/NOR                         87                          29.17
flip-flops                              33                          39.47
AND-OR/OR-AND                           20                          6.945
XOR/XNOR                                19                          10.16
buffers and inverters                   17                          4.166
adder cells (fa/ha/maj)                 12                          8.772
multiplexers                             2                          1.316
placed cells by master (no fill, tap or decap), types with 2 or more instances in the layout:
cell type,count
and3_1,4
o21ai_0,4
mux2_2,2
dfxtp_1,30
or4_1,3
o41ai_1,3
nor2_1,13
nand3_1,14
nor3_1,4
ha_1,12
clkbuf_1,2
clkdlybuf4s50_1,9
or2_2,2
nand4_1,8
dfrtp_1,3
clkbuf_8,5
inv_1,15
nor4_1,7
xor2_1,6
xnor2_1,12
nand2_1,14
and4_1,5
a21oi_1,10
o31ai_1,3
or4_4,2
worst max-delay path: stages (launching register included):
cell	delay (ns)
dfxtp_1	0.46
nand4_1	0.20
or4_4	0.56
or4_4	0.56
xnor2_2	0.14
final timing paths:
| check | slack, ns | from | endpoint |
|---|---|---|---|
| setup / recovery | 1.37 | clockfsm.count[8]$_SDFF_PN0_ | clockfsm.count[27]$_SDFF_PN0_ |
| hold / removal | 0.50 | clockfsm.count[0]$_SDFF_PN0_ | clockfsm.count[0]$_SDFF_PN0_ |
| setup reg to reg | 1.37 | clockfsm.count[8]$_SDFF_PN0_ | clockfsm.count[27]$_SDFF_PN0_ |
| hold reg to reg | 0.50 | clockfsm.count[0]$_SDFF_PN0_ | clockfsm.count[0]$_SDFF_PN0_ |
Power figures rest on the tool's default switching activity, not on a simulated workload.
