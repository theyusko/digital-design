==> flow/design.v <==
`timescale 1ns / 1ps
module vgaController (  input  logic vgaclk,
                        output logic hsync, vsync,
                        output logic [9:0] x, y );
    int HACTIVE = 640;  
    int HFP     = 18;  
    int HSYN    = 92;  
    int HBP     = 50;  
    int HMAX    = HACTIVE + HFP + HSYN + HBP;  
    int VACTIVE = 480; 
    int VFP     = 11;  
    int VSYN    = 2;  
    int VBP     = 32;  
    int VMAX    = VACTIVE + VFP + VSYN + VBP;  
    always@(posedge vgaclk) begin
        x <= x +1;
        if (x == HMAX) begin
            x <= 0; 
            y <= y + 1;
            if (y == VMAX)
                y <= 0;
        end
    end
    assign hsync = ~(x >= HACTIVE+HFP & x < HACTIVE+HFP+HSYN);
    assign vsync = ~(y >= VACTIVE+VFP & y < VACTIVE+VFP+VSYN);
endmodule
==> flow/run.sh <==
#!/bin/bash
# OpenROAD 26Q1-2900-gdf79404cd8, Yosys 0.63+post, stock flow scripts
make -C /OpenROAD-flow-scripts/flow DESIGN_CONFIG=/design/flow/config.mk WORK_HOME=/design/flow/orfs finish
==> flow/config.mk <==
export PLATFORM = sky130hd
export DESIGN_NAME = vgaController
export DESIGN_NICKNAME = vgaController
export VERILOG_FILES = /design/flow/design.v
export SDC_FILE = /design/flow/constraint.sdc
export NUM_CORES = 4
export LEC_CHECK = 1
export CORE_AREA = 10 10 85 85
export DIE_AREA = 0 0 95 95
==> flow/constraint.sdc <==
current_design vgaController

set clk_period 2.5
set clk_io_pct 0.2

create_clock -name clk0 -period $clk_period [get_ports {vgaclk}]

set non_clock_inputs [all_inputs -no_clocks]
set_input_delay [expr $clk_period * $clk_io_pct] -clock clk0 $non_clock_inputs
set_output_delay [expr $clk_period * $clk_io_pct] -clock clk0 [all_outputs]
==> summary.txt <==
impl run done, here's what came out: First-pass DRT Iterations=4, P per Cell Area=401 nW/um^2, Via density=3.98, Worst-Margin Slew=0.424 ns, gr usage total=4.85%, Clk pin slew, worst setup/hold paths=0.07 ns, async set-reset flop share out of synthesis=0%, drt wl/cell=10.5 um, vias in the first global route=762, skew final=0.00123 ns, GRT overflow=0, # setup viols final=0, fin area=1390 sq um, Tmin final=2.40 ns, detailed-route DRC error count=0, worst setup path class=reg2out, initial antenna violation count=0, Ant. Diodes=0, CTS tree=done, largest net degree at the start of global routing=16, final hold vios=0, detailed placement HPWL=1.60 mm, Pleak=0.489 nW, slew margin rel.=71.7%, Ports=23, Seq share, synth=47.9%, Post-Syn Area=1040 sq um, flip-flops with a built-in enable=10, Syn Inst Count=105, flops out of synthesis=20, worst hold path class=reg2reg, CTS Hold Buffers Added=0, max-cap violations=0, layout cells sized above 1=7.03%, area added between synthesis and finish=32.7%, Core Area=5470 sq um, Total Wirelength=2.10 mm, Dominant flop cell=edfxtp_1, DRT antenna net count=0, non-filler cells, final=200, Post-CTS Repair Setup Buffers=0, TNS Setup=0 ns, dpl ws=0.343 ns, ys cells=105, Avg Cell Area, Syn=9.95 sq um, Final period util=96.0%, Slew Viols, Final=0, filler cell count=596, DR vias=796, CP Data Required Time=2.00 ns, TritonCTS Buffers=3, Chip Width=95 um, die height=95 um, Iter 0 DRT Violations=37, Placed Area=1340 sq um, Initial Utilization=19.1%, tool warning count=29, hold slack=0.479 ns, crit path launch type=flip-flop, first-pass GRT wire length=3.55 mm, Clock Tree Buf Depth=2, Die ar.=9030 sq um, Design Power=0.556 mW, IO buf count=22, maximum VDD drop=0.202 mV, cell row count=27, post-layout util=25.3%, post-synth cell types=27, crit path DAT=1.90 ns, CP Capture Type=primary output, GP Congestion=0.791, status=finished clean, RSZ-0062 raised after global routing=no, CTS H-tree depth=1, Crit Path Max Fanout=7, clock root buffer=clkbuf_8, clk latency of the worst-skew pair=0.25 ns, Num Clock Sinks=20, final worst-path setup slack=0.0998 ns, max frequency=417 MHz, Syn. warnings=1, DP Cell Count=196, Yosys chip area=1040 sq um
## critical path, cell delays in order (launching register included)
cell and delay (ns):
edfxtp_1 0.47, ha_1 0.28, mux2i_1 0.08, or4_1 0.39
clkdlybuf4s50_1 0.42
## report_power, final
group	internal (mW)	switching, mW
registers	0.340	0
clock network	0.109	0.106
logic	0	0
## placed cells by master (no fill, tap or decap), types with 3 or more instances in the layout
cell type	count
nand2_1	3
xnor2_1	8
dfxtp_1	9
nor2_1	15
ha_1	6
edfxtp_1	10
clkbuf_8	3
clkdlybuf4s50_1	22
nand4_1	5
inv_1	8
xor2_1	6
a21oi_1	3
nand3_1	9
## metal layers
metal | global-route usage, % | routed length (um) | up-vias
li1 | - | - | 409
met1 | 6.60 | 981 | 363
met2 | 6.75 | 803 | 24
met3 | 3.04 | 316 | 0
met4 | 0.249 | 0 | 0
met5 | 0 | 0 | -
## cell usage after synthesis, types with 2 or more instances
cell type | count | area (sq um)
dfxtp_1 | 10 | 200
buf_2 | 3 | 15.0
nand2_1 | 3 | 11.3
nor2b_1 | 2 | 12.5
o21ai_0 | 2 | 10.0
nand4_1 | 5 | 31.3
nor3_1 | 2 | 10.0
edfxtp_1 | 10 | 300
ha_1 | 6 | 75.1
nor2_1 | 15 | 56.3
a21oi_1 | 3 | 15.0
xor2_1 | 6 | 52.6
xnor2_1 | 8 | 70.1
nor4_1 | 2 | 12.5
nand3_1 | 9 | 45.0
inv_1 | 8 | 30.0
## worst paths after layout
path / cells after the start / endpoint / slack [ns] / start
hold / removal: 1 / x[0] / 0.48 / x[0]
setup / recovery: 4 / vsync / 0.1 / y[0]
hold reg to reg: 1 / x[0] / 0.48 / x[0]
setup reg to reg: 3 / y[1] / 0.90 / x[6]
## timing repair
action / 4_1_cts / 5_1_grt
endpoints found under the setup margin: 0 / 1
endpoints found under the hold margin: 0 / 0
gates resized: 0 / 1
## cell families (layout without fill, tap and decap cells)
logic type                 Yosys count  in the layout  synth area share (%)
AOI/OAI and AO/OA                    7              7                  3.71
and+or+nand+nor                     46             46                  24.2
DFF                                 20             20                  47.9
xor gates and xnor gates            14             14                  11.7
adders and majority gates            6              6                  7.19
buffers and inverters               11             34                  4.31
muxes                                1              1                 0.958
## sequential cells by signal, indices dropped and copies added (netlist names)
signal and count:
x 10, y 10
## layout make-up
cell class | count | area, sq um | area share [%]
sequential | 20 | 502 | 36.2
multi-input combinational | 74 | 499 | 36.0
timing repair buffer | 22 | 220 | 15.9
tap | 72 | 90.1 | 6.50
clock buffer | 3 | 41.3 | 2.98
inverter | 8 | 30.0 | 2.17
clock inverter | 1 | 3.75 | 0.271
Power is estimated from default activity; no workload was simulated.
