===== ./run.sh =====
#!/bin/bash
# OpenROAD 26Q1-2900-gdf79404cd8, Yosys 0.63+post, stock flow scripts
make -C /OpenROAD-flow-scripts/flow DESIGN_CONFIG=/design/flow/config.mk WORK_HOME=/design/flow/orfs finish

===== ./config.mk =====
export PLATFORM = sky130hd
export DESIGN_NAME = rectGen
export DESIGN_NICKNAME = rectGen
export VERILOG_FILES = /design/flow/design.v
export SDC_FILE = /design/flow/constraint.sdc
export NUM_CORES = 4
export LEC_CHECK = 1
export CORE_AREA = 10 10 97 97
export DIE_AREA = 0 0 107 107

===== ./constraint.sdc =====
current_design rectGen

set clk_period 2.8
set clk_io_pct 0.2

create_clock -name clk0 -period $clk_period

set non_clock_inputs [all_inputs -no_clocks]
set_input_delay [expr $clk_period * $clk_io_pct] -clock clk0 $non_clock_inputs
set_output_delay [expr $clk_period * $clk_io_pct] -clock clk0 [all_outputs]

===== ./design.v =====
`timescale 1ns / 1ps
module rectGen(  input logic[9:0] x, y, 
                 input int left, right, top, bottom,  
				 output logic inrect);
    assign inrect = (x >= left & x < right & y >= top & y < bottom);
endmodule

==> GITHUB_STEP_SUMMARY <==
### Flow metrics

| Metric | Value |
|---|---|
| Critical-path top delay cell | `a2111oi_4` |
| Slew HR | `81.6%` |
| Total power | `0.386 mW` |
| Synth cell types | `28` |
| Required @ worst endpoint | `2.24 ns` |
| Final-layout clock buffer total | `0` |
| Status | `completed` |
| Hold Crit Depth | `7` |
| Drt wl/cell | `14.0 um` |
| Flops | `0` |
| Yosys synthesis chip area | `between 1000 and 1500 sq um` |
| Crit path max fanout | `2` |
| Reg area | `0 sq um` |
| Setup CP Type | `input pin to primary output` |
| WL final | `between 5000 and 6000 um` |
| Die span in x | `107 um` |
| Setup TNS Final | `0 ns` |
| Vias in the first global route | `roughly 1.9k` |
| Area leader share | `between 40% and 50%` |
| Final hold slack | `1.72 ns` |
| Unrepaired setup endpoints after global routing | `true` |
| Vias per Instance | `4.11` |
| First-pass GRT wire length | `9050 um` |
| Hold Path Sink | `inrect` |
| Largest net degree at the start of global routing | `4` |
| Synth Area per Inst | `7.22 sq um` |
| Drt drc | `0` |
| Max-slew violation count | `0` |
| Post-Synthesis Cells | `159` |
| Final WS setup | `0.0308 ns` |
| Maximum vdd drop | `0.0000705 V` |
| Leakage Power | `1.48 nW` |
| DP Worst Slack | `-0.820 ns` |
| Final core utilization | `43.3%` |
| GRT Residual Overflow | `0` |
| GPL Wtd Cong | `0.762` |
| Initial antenna violation count | `2` |
| Std-Cell Rows | `31` |
| CTS Hold Bufs | `0` |
| Most frequent cell after synthesis | `inv_1` |
| Top cells, area | `ha_1 (41%), inv_1 (13%), nor4_1 (8.7%)` |
| Area leader, netlist | `ha_1` |
| Worst-Margin Slew | `0.275 ns` |
| CP Capture Type | `primary output` |
| IO Pins | `149` |
| Cycle use final | `98.9%` |
| # Cells Yosys | `between 150 and 200` |
| Initial DRC count | `20` |
| Commonest cells post-synth | `inv_1 (39), ha_1 (38), nor4_1 (16), a21oi_1 (9)` |
| DRT Pass-1 Iters | `4` |
| WP buf/inv | `2` |
| ANT nets after route | `0` |
| Critical path depth | `9` |
| Worst path max stage delay | `between 0.3 and 0.4 ns` |
| Hold_sp | `x[8]` |
| Area of the core | `7290 sq um` |
| Port-buffer cells | `~150` |
| Syn. warnings | `0` |
| Cell Chain, Critical Path | `buf_8 -> ha_4 -> a21oi_4 -> o21ai_4 -> a2111oi_4 -> o21ai_2 -> a221oi_4 -> o221a_2 -> buf_2` |
| Die Y | `107 um` |
| Starting Density | `15.7%` |
| Worst setup SP type | `input pin` |
| Ratio of cells with drive above 1 in the final layout | `roughly 27%` |
| Chip Area | `11,400 sq um` |
| Final setup vio count | `0` |
| Post-DP HPWL | `5560 um` |
| Post-layout min period | `2.77 ns` |
| Area Overhead vs Synth | `175%` |
| Final Hold Viols | `0` |
| HP Class | `input pin to primary output` |
| Post-synth seq share | `0%` |
| Fmax | `around 360 MHz` |
| Crit path max-delay family | `AND-OR/OR-AND gates` |
| Mapped cell area | `~1100 sq um` |
| DR vias | `between 1.5k and 2k` |
| Total track usage | `9.55%` |
| WP data arrival | `about 2.2 ns` |
| Log Warnings | `33` |
| # Max-Cap Violations | `0` |
| Power per standard cell area | `approximately 120 nW/um^2` |
## metal layers
layer | share of wire [%] | global-route usage [%] | up-vias | wire, um
met4 | 0 | 0.580 | 0 | 0
met5 | 0 | 0 | - | 0
met3 | 8.1 | 3.03 | 0 | 479
li1 | - | - | 916 | -
met1 | 39 | 10.8 | 753 | 2300
met2 | 53 | 17.7 | 68 | 3160
## worst max-delay path by stage
stage	from	to	slack (ns)
final	x[6]	inrect	0.03
after global routing	top[26]	inrect	-0.11
after CTS	x[3]	inrect	0.0003
## cell usage in the layout, fill, tap and decap left out, types with 2 or more instances in the layout
| cell type | netlist | routed |
|---|---|---|
| a211oi_2 | 0 | 2 |
| a21o_1 | 3 | 3 |
| a21oi_1 | 9 | 5 |
| a21oi_2 | 1 | 4 |
| buf_4 | 0 | 12 |
| buf_6 | 0 | 5 |
| clkbuf_2 | 0 | 6 |
| clkdlybuf4s15_1 | 0 | 2 |
| clkdlybuf4s50_1 | 0 | 69 |
| diode_2 | 0 | 2 |
| dlygate4sd2_1 | 0 | 55 |
| dlymetal6s2s_1 | 0 | 11 |
| ha_1 | 38 | 22 |
| ha_2 | 0 | 3 |
| ha_4 | 0 | 13 |
| inv_1 | 39 | 25 |
| inv_2 | 0 | 13 |
| nand2_1 | 7 | 5 |
| nand2_4 | 0 | 2 |
| nand3_1 | 2 | 2 |
| nand4_1 | 4 | 4 |
| nor2_1 | 6 | 5 |
| nor4_1 | 16 | 11 |
| nor4_2 | 4 | 9 |
| o2111ai_1 | 3 | 3 |
| o21ai_0 | 7 | 2 |
| o21ai_1 | 3 | 5 |
| o21ai_2 | 0 | 2 |
| or3_4 | 0 | 2 |
## report_power, final
group	leakage [nW]	switching, mW	internal (mW)	total [mW]
logic	1.48	0.132	0.254	0.386
clock network	0.0000127	0	0.0000000956	0.0000000956
registers	0	0	0	0
total	1.48	0.132	0.254	0.386
## logic make-up after synthesis
group,share of synthesized area (%)
AND/OR/NAND/NOR,25.0
buffers and inverters,12.8
adder cells (fa/ha/maj),41.4
AND-OR/OR-AND,20.8
## layout make-up
class | instances | area [sq um]
Multi-Input combinational cell | 120 | 1330
Timing Repair Buffer | 163 | 1550
Fill cell | 718 | 4140
Inverter | 39 | 149
Tap cell | 99 | 124
Antenna cell | 2 | 5.00
## worst min-delay path, stage by stage
cell	delay [ns]
buf_6	0.08
ha_4	0.13
a2111oi_4	0.03
o21ai_2	0.07
a221oi_4	0.07
o221a_2	0.11
buf_2	0.11
## what timing repair did
item | 4_1_cts | 5_1_grt
endpoints found under the setup margin | 1 | 1
buffers inserted | 1 | 1
resized | 146 | 42
pin swaps | 51 | 30
## metrics by stage
step / cell area (sq um) / instances
final: 3160 / 423
after global routing: 3160 / 423
after CTS: 3060 / 420
after detailed placement: 2850 / 419
after global placement: 2850 / 419
after floorplan: 1150 / 159
Power figures rest on the tool's default switching activity, not on a simulated workload.
